--- ./design.v ---
module apb_adc_fifo
(  
  input   clk,
  input   rst_n,
  input      [31:0] paddr,
  input             psel,
  input             penable,
  input             pwrite,
  input      [31:0] pwdata,
  output reg [31:0] prdata,
  output reg        pready,
  output            perr,
  input  [31:0] i_data,
  input         i_data_v
);
  wire        perr = 1'b0;
  reg  [31:0] mem[0:511];
  reg  [8:0]  waddr;
  reg  [8:0]  raddr;
  reg  [15:0] count;
  reg  [31:0] csr;
  wire        sel_fifo    = psel && (paddr[2] == 1'b0);
  wire        sel_csr     = psel && (paddr[2] == 1'b1);
  wire        fifo_full   = count == 10'd512;
  wire        fifo_empty  = count == 10'd000;
  wire        fifo_reset  = csr[16];
  wire        mem_write   = i_data_v && !fifo_full;
  wire        incr_write  = mem_write;
  wire        mem_read    = psel && !pwrite && sel_fifo && !fifo_empty;
  wire        incr_read   = mem_read && penable;
  always @(posedge clk) begin
    if (mem_write) begin
      mem[waddr] <= i_data;
    end
    if (sel_fifo) begin
      prdata <= mem[raddr];
    end else if (sel_csr) begin
      prdata <= csr;
    end else begin
      prdata <= 32'h0;
    end
  end
  always @(posedge clk) begin
    if (rst_n == 1'b0) begin
      pready <= 1'b0;
      csr <= 32'h00010000;  
    end else begin
      pready <= psel && !penable;
      csr[15:0] <= count;
      if (sel_csr && penable) begin
        csr[31:16] <= pwdata[31:16];
      end
    end
  end
  always @(posedge clk) begin
    if (fifo_reset) begin
      waddr <= 'h0;
      raddr <= 'h0;
      count <= 'h0;
    end else begin
      if (incr_read) begin
        raddr <= raddr + 9'h1;
      end
      if (incr_write) begin
        waddr <= waddr + 9'h1;
      end
      if (incr_write && !incr_read) begin
        count <= count + 10'h1;
      end else if (incr_read && !incr_write) begin
        count <= count - 10'h1;
      end
    end
  end
endmodule
--- ./run.sh ---
#!/bin/bash
# OpenROAD 26Q1-2900-gdf79404cd8, Yosys 0.63+post, stock flow scripts
make -C /OpenROAD-flow-scripts/flow DESIGN_CONFIG=/design/flow/config.mk WORK_HOME=/design/flow/orfs finish
--- ./config.mk ---
export PLATFORM = sky130hd
export DESIGN_NAME = apb_adc_fifo
export DESIGN_NICKNAME = apb_adc_fifo
export VERILOG_FILES = /design/flow/design.v
export SDC_FILE = /design/flow/constraint.sdc
export NUM_CORES = 4
export LEC_CHECK = 1
export CORE_UTILIZATION = 40
export SYNTH_MEMORY_MAX_BITS = 65536
--- ./constraint.sdc ---
current_design apb_adc_fifo

set clk_period 479.3
set clk_io_pct 0.2

create_clock -name clk0 -period $clk_period [get_ports {clk}]

set non_clock_inputs [all_inputs -no_clocks]
set_input_delay [expr $clk_period * $clk_io_pct] -clock clk0 $non_clock_inputs
set_output_delay [expr $clk_period * $clk_io_pct] -clock clk0 [all_outputs]
==> flow_summary.json <==
{
  "crit_type": "input pin to flip-flop",
  "dp.cells": 47600,
  "io_buffers": 87,
  "post-dp-hpwl_um": 1130000,
  "min_from": "raddr[3]$_SDFFE_PP0N_",
  "wl_per_cell_um": 36.8,
  "die_x_um": 1260,
  "synth.distinct_cells": 85,
  "openroad.warnings": 93,
  "flop_cell": "edfxtp_1",
  "ir_drop_uv": 4.07,
  "cts-resized-gates": 0,
  "gp_congestion": 0.910,
  "async_flop_share": 0,
  "grt_max_degree": 113,
  "dp_slack_ns": 378.05,
  "clkPwrFrac": 0.435,
  "drcViolationCount": 0,
  "grt_pass1_wl_um": 2580000,
  "power_uw": 2880,
  "holdPathStages": 2,
  "synth_chip_area_um2": 631000,
  "vias": 295000,
  "drive_above_1_share": 0.314,
  "numSynthFlops": 16500,
  "postRouteAntennaNets": 0,
  "grt_pass1_vias": 328000,
  "worstReg2RegEnd": "prdata[10]$_DFF_P_",
  "relSlewSlack": -0.0427,
  "synthesis.area_um2": 631000,
  "root_buffer": "clkbuf_16",
  "ys.warnings.count": 1,
  "cts_tree": "yes",
  "finalHoldViolCount": 0,
  "path_clk_slew_ns": 0.06,
  "rsz0062_at_grt": "false",
  "worst_slew_pin_slew_ns": 1.55,
  "max_freq_ghz": 0.00998,
  "p_sw_uw": 568,
  "power_per_cell_area_nw_per_um2": 3.99,
  "violations": "capacitance limit, slew limit",
  "clock_skew_ns": 0.189,
  "synthCells": 26400,
  "coreArea_um2": 1570000,
  "period_needed_ns": 100.16,
  "synth_seq_share": 0.783,
  "internal_power_uw": 2310,
  "globalRouteOverflowTotal": 0,
  "clk_latency_ns": 1.42,
  "period_used_share": 0.209,
  "rrSetupSlack_ns": 469.27,
  "numCtsBuffers": 1701,
  "hold_path_class": "flip-flop to flip-flop",
  "cp-start-kind": "input pin",
  "p_leak_uw": 0.216,
  "setup_viol": 0,
  "cts_sinks": 16500,
  "lay_top_count": "edfxtp_1",
  "yosys_cells": 26400,
  "fp-row-count": 461,
  "pwr-share-comb": 0.014,
  "first_pass_iters": 7,
  "tns_ns": 0,
  "endpoint_kind": "flip-flop",
  "status": "complete, but fails checks",
  "drtIter0Drc": 20800,
  "rr_worst_depth": 16,
  "final_cells": 50900,
  "die_area_um2": 1580000,
  "area_growth_pct": 14.2,
  "seqPwrFrac": 0.551,
  "required_ns": 480.48,
  "die_y_um": 1260,
  "crit_fanout": 17,
  "avgSynthCellArea_um2": 23.9,
  "edf_count": 16400,
  "slew_viol_final": 9,
  "cts_hold_buf": 0,
  "final_cell_mix": "edfxtp_1 (16400), mux4_2 (4527), buf_4 (1744)",
  "gr-usage-all-layers": 0.263,
  "max_cap_viol_count": 1,
  "antenna_found_initial": 150,
  "htree_levels": 7,
  "drt-vias-per-instance": 5.80,
  "initCoreUtil": 0.401,
  "cts_setup_buffers": 0,
  "drt-total-wl_um": 1880000,
  "ios": 136,
  "switching_share": 0.198,
  "setup_slack_ns": 379.14,
  "clk_path_buf_depth": 6,
  "worstPathArrival_ns": 101.34
}
power by group through the flow:
stage	clock network (µW)	registers [µW]	logic (µW)
5_1_grt	1320	1590	43.4
6_report	1250	1590	40.5
4_1_cts	1270	1590	40.1
Yosys cell counts (108+ instances only):
| master | count | area share |
|---|---|---|
| a211oi_1 | 136 | 0.0016 |
| buf_4 | 264 | 0.0031 |
| o21ai_0 | 125 | 0.00099 |
| o22ai_1 | 269 | 0.0027 |
| mux2i_1 | 626 | 0.0099 |
| clkbuf_1 | 426 | 0.0025 |
| nand3_1 | 127 | 0.0010 |
| a21oi_1 | 193 | 0.0015 |
| a22oi_1 | 129 | 0.0015 |
| edfxtp_1 | 16400 | 0.78 |
| nand2_1 | 631 | 0.0038 |
| buf_2 | 423 | 0.0034 |
| dfxtp_1 | 108 | 0.0034 |
| mux4_2 | 4527 | 0.16 |
| nor2_1 | 703 | 0.0042 |
| buf_6 | 223 | 0.0040 |
sequential cells by signal, indices dropped and copies added (netlist names), named ones only:
signal / count
prdata: 32
waddr: 9
mem: 16384
pready: 1
csr: 32
count: 16
raddr: 9
cell type report:
class	instances	area, µm²
Fill cell	126000	853000
Sequential cell	16500	494000
Multi-Input combinational cell	8409	132000
Clock buffer	2147	45100
Tap cell	20800	26100
Timing Repair Buffer	1875	14900
Clock inverter	862	6870
Antenna cell	306	766
Inverter	21	123
metrics by stage:
stage | util | area, µm² | hold WS (ns)
floorplan | - | 631000 | 0.411
global placement | 0.424 | 667000 | 0.513
detailed placement | 0.424 | 667000 | 0.493
CTS | 0.457 | 719000 | 0.504
global route | 0.458 | 720000 | 0.515
finish | 0.458 | 720000 | 0.496
worst max path at each step:
stage / startpoint / end / slack [ns] / depth (start not counted)
finish: psel / count[15]$_SDFFE_PP0P_ / 379.14 / 15
global route: psel / count[15]$_SDFFE_PP0P_ / 379.06 / 15
CTS: psel / count[15]$_SDFFE_PP0P_ / 379.41 / 15
cell families after synthesis:
kind of cell / synth area share
flops: 0.783
simple gates: 0.0123
buf+inv: 0.0151
mux: 0.174
compound gates: 0.0147
fa+ha+maj: 0.000448
other cells: 0.00000595
xor+xnor: 0.000319
layer usage:
metal  wire length, µm  vias to the layer above  track usage  part of all wire
met2            837000                    23300        0.359              0.45
met3            431000                     3804        0.266              0.23
met5             10400                        -       0.0514            0.0055
li1                  -                   118000            -                 -
met1            488000                   150000        0.252              0.26
met4            110000                      189        0.114             0.059
critical path, stage by stage:
cell and delay, ns:
clkdlybuf4s50_1 0.50, nor2b_2 0.65, buf_4 0.32, o2111ai_1 0.45, ha_1 0.40, inv_1 0.52
ha_1 0.36, a21o_1 0.18, a21o_1 0.22, a2111oi_0 0.59, o31ai_1 0.16, a21oi_1 0.32
o31a_1 0.21, mux2i_1 0.23, mux2_2 0.35
Power figures rest on the tool's default switching activity, not on a simulated workload.
