===== design/flow/design.v =====
module apb_adcfifo
(  
  input   clk,
  input   rst_n,
  input      [31:0] paddr,
  input             psel,
  input             penable,
  input             pwrite,
  input      [31:0] pwdata,
  output reg [31:0] prdata,
  output reg        pready,
  output            perr,
  input  [31:0] i_data,
  input         i_data_v
);
  wire        perr = 1'b0;
  reg  [31:0] mem[0:511];
  reg  [8:0]  waddr;
  reg  [8:0]  raddr;
  reg  [15:0] count;
  reg  [31:0] csr;
  wire        sel_fifo    = psel && (paddr[2] == 1'b0);
  wire        sel_csr     = psel && (paddr[2] == 1'b1);
  wire        fifo_full   = count == 10'd512;
  wire        fifo_empty  = count == 10'd000;
  wire        fifo_reset  = csr[16];
  wire        mem_write   = i_data_v && !fifo_full;
  wire        incr_write  = mem_write;
  wire        mem_read    = psel && !pwrite && sel_fifo && !fifo_empty;
  wire        incr_read   = mem_read && penable;
  always @(posedge clk) begin
    if (mem_write) begin
      mem[waddr] <= i_data;
    end
    if (sel_fifo) begin
      prdata <= mem[raddr];
    end else if (sel_csr) begin
      prdata <= csr;
    end else begin
      prdata <= 32'h0;
    end
  end
  always @(posedge clk) begin
    if (rst_n == 1'b0) begin
      pready <= 1'b0;
      csr <= 32'h00010000;  
    end else begin
      pready <= psel && !penable;
      csr[15:0] <= count;
      if (sel_csr && penable) begin
        csr[31:16] <= pwdata[31:16];
      end
    end
  end
  always @(posedge clk) begin
    if (fifo_reset) begin
      waddr <= 'h0;
      raddr <= 'h0;
      count <= 'h0;
    end else begin
      if (incr_read) begin
        raddr <= raddr + 9'h1;
      end
      if (incr_write) begin
        waddr <= waddr + 9'h1;
      end
      if (incr_write && !incr_read) begin
        count <= count + 10'h1;
      end else if (incr_read && !incr_write) begin
        count <= count - 10'h1;
      end
    end
  end
endmodule

===== design/flow/run.sh =====
#!/bin/bash
# OpenROAD 26Q1-2900-gdf79404cd8, Yosys 0.63+post, stock flow scripts
make -C /OpenROAD-flow-scripts/flow DESIGN_CONFIG=/design/flow/config.mk WORK_HOME=/design/flow/orfs finish

===== design/flow/config.mk =====
export PLATFORM = sky130hd
export DESIGN_NAME = apb_adcfifo
export DESIGN_NICKNAME = apb_adcfifo
export VERILOG_FILES = /design/flow/design.v
export SDC_FILE = /design/flow/constraint.sdc
export NUM_CORES = 4
export LEC_CHECK = 1
export CORE_UTILIZATION = 50
export SYNTH_MEMORY_MAX_BITS = 65536

===== design/flow/constraint.sdc =====
current_design apb_adcfifo

set clk_period 359.5
set clk_io_pct 0.2

create_clock -name clk0 -period $clk_period [get_ports {clk}]

set non_clock_inputs [all_inputs -no_clocks]
set_input_delay [expr $clk_period * $clk_io_pct] -clock clk0 $non_clock_inputs
set_output_delay [expr $clk_period * $clk_io_pct] -clock clk0 [all_outputs]

==> results.txt <==
The flow run is done. In the setup report, the worst path falls into the class in -> reg. Number of standard cells after synthesis landed at 26402. A synthesized cell averages 23.89 sq um.

Post-synthesis to final-layout area growth landed at 13.51%. Max capacitance violation total landed at 1. The detail route stage leaves a number of antenna-violating nets equal to 0. The first global-routing pass estimated 2554000 um of wire. The initial utilization of the core area, before any placement, comes to 0.5014. Number of hold violations in the final report landed at 0. Worst hold margin landed at 0.4449 ns. Across the routed clock network, the largest skew measured is 0.1884 ns. Number of max-slew violations in the final report landed at 6. The checks that failed: capacitance limit, slew limit. At the worst endpoint, the arrival time is 77.38 ns. Count of buffers from port buffering landed at 87. The synthesis report names the predominant flop master as sky130_fd_sc_hd__edfxtp_1. Maximum fanout encountered on the critical timing path landed at 17. Insertion delay to the later sink of the worst-skew pair landed at 1.39 ns. Adding up every negative setup slack in the final design gives 0 ns.

The floorplan step set the die height to 1125 um. Routed wire length landed at 1850000 um. Top achievable clock speed landed at 13.13 MHz. Area of the multi-input gates landed at 132100 sq um.

In this run the horizontal extent of the chip is 1125 um. STA classifies the critical path endpoint as a flop. The initial antenna violation count was 142. Area occupied by registers landed at 494200 sq um.

Entering global routing, the biggest net connects 120 pins. Die outline area landed at 1266000 sq um. Final weighted congestion in routability-driven placement landed at 0.9063.

Setup repair after global routing left no endpoint under its margin. The report puts the hold buffer count at CTS at 0. Yosys cell count landed at 26402. Multiplexer area fraction after synthesis landed at 0.1737. Global-route total usage across every layer landed at 0.3356. In the final layout, the fill cell count is 88569. The cell sitting at the root of the clock tree is a sky130_fd_sc_hd__clkbuf_16.

Share of the yosys chip area belonging to registers landed at 0.7835. In the routed layout, each cell is associated on average with a via count of 6.285. Post-CTS repair ended up resizing 0 cells. Clock transition time at the flip-flop clock pins of the worst setup and hold paths landed at 0.06 ns. STA classifies the critical path startpoint as an input port.

The synthesis run identifies the leading combinational cell family as multiplexers. The script logs the mean routed wire length per placed instance as 39.52 um. The synthesis report lists the Yosys warning total as 1.

The data required time reported for the critical path is 360.72 ns. Of the cells placed in the final design, the portion with a size suffix greater than 1 is 0.3156. Post-synth tally of flip-flops with integrated enable landed at 16384. The chip area line in the Yosys stat output reads 630700 sq um. Summing every instance area after synthesis gives 630700 sq um. The run finished, with violations left.

Post-layout period usage of the worst path landed at 0.2119. The cell-mix breakdown from Yosys lists the XOR/XNOR area share as 0.0003194. The final route contains 294199 vias. Actual transition at the worst max-transition pin landed at 1.591 ns.

The report lists the power per cell area as 5.393 nW/um^2. Clock buffer count from CTS landed at 1732. The clock H-tree reported by CTS has 7 levels. The clock passes through at most 6 buffers. TritonCTS built the clock tree.

Overall power consumption after layout is estimated at 3.861 mW. Unique cell type count in the Yosys netlist landed at 85. Looking at the VDD voltage map, the peak drop is 0.004697 mV. Counting I/O delays and the setup requirement, the final critical path takes 76.16 ns.

The cell-mix breakdown from Yosys lists the compound-gate area share as 0.01466. Number of cell rows landed at 412. In the log, the iteration count for the first detailed-route pass is 5.

The total overflow left after global routing is 0. For this block, the initial DRC count from the detailed router was 20498. Stage-log warning count landed at 87. Cell leakage power landed at 216.7 nW. Fraction of registers with async set or reset after synthesis landed at 0. STA reports the tightest min-delay check as being of type reg -> reg.

Area of the core landed at 1258000 sq um. Share of synthesized cell area in and, or, nand and nor gates landed at 0.01231. The post-synth register bit count is 16492.

In this run the post-CTS setup repair buffer count came out at 0. Number of global-route vias before repair landed at 326963. Count of unresolved DRC violations after routing landed at 0. Headroom to the max-slew limit landed at -0.06505. Of the total synthesized cell area, the portion taken by full adders, half adders and majority gates is 0.0004483. Setup violation total in the final timing report landed at 0. Detailed placement finished with a half-perimeter wire length of 1114000 um.

Clock tree synthesis found a total of 16492 sinks. Pin placement for this block handled 136 I/O pins.
==> routing by layer <==
layer	routed length [um]	global-route usage	vias to the layer above
met1	489400	0.3723	149236
met5	7865	0.05072	-
met3	424300	0.3253	3460
met2	826200	0.4433	22914
met4	102300	0.1326	210
li1	-	-	118379
==> layout make-up <==
class	instances	area share
clock inverter	912	0.01030
tap	16767	0.02930
inverter	21	0.0001713
antenna	163	0.0005697
sequential	16492	0.6903
timing repair buffer	1878	0.02104
multi-input combinational	8409	0.1846
clock buffer	2165	0.06381
==> cell families after synthesis <==
logic type,count (synthesis)
adder cells (fa/ha/maj),22
other,1
XOR/XNOR,23
multiplexers,5220
AND-OR/OR-AND,1335
flip-flops,16492
buffers and inverters,1501
AND/OR/NAND/NOR,1808
==> Yosys cell counts (41+ instances only) <==
library cell | count | area share
sky130_fd_sc_hd__nand3_1 | 127 | 0.0010
sky130_fd_sc_hd__o21ai_0 | 125 | 0.00099
sky130_fd_sc_hd__a22oi_1 | 129 | 0.0015
sky130_fd_sc_hd__o221ai_1 | 76 | 0.0011
sky130_fd_sc_hd__buf_6 | 223 | 0.0040
sky130_fd_sc_hd__clkbuf_1 | 426 | 0.0025
sky130_fd_sc_hd__o22ai_1 | 269 | 0.0027
sky130_fd_sc_hd__dfxtp_1 | 108 | 0.0034
sky130_fd_sc_hd__buf_2 | 423 | 0.0034
sky130_fd_sc_hd__nor2b_1 | 50 | 0.00050
sky130_fd_sc_hd__buf_1 | 87 | 0.00052
sky130_fd_sc_hd__buf_4 | 264 | 0.0031
sky130_fd_sc_hd__a31oi_1 | 73 | 0.00072
sky130_fd_sc_hd__a211oi_1 | 136 | 0.0016
sky130_fd_sc_hd__a32oi_1 | 41 | 0.00057
sky130_fd_sc_hd__nor3_1 | 74 | 0.00059
sky130_fd_sc_hd__nand2_1 | 631 | 0.0038
sky130_fd_sc_hd__a21oi_1 | 193 | 0.0015
sky130_fd_sc_hd__edfxtp_1 | 16384 | 0.78
sky130_fd_sc_hd__nor2_1 | 703 | 0.0042
sky130_fd_sc_hd__mux2i_1 | 626 | 0.0099
sky130_fd_sc_hd__o211ai_1 | 48 | 0.00057
sky130_fd_sc_hd__mux4_2 | 4527 | 0.16
sky130_fd_sc_hd__and2_1 | 60 | 0.00060
==> metrics by stage <==
step / std cells / cell area [sq um] / worst slack, ns / utilization
floorplan: 26402 / 630700 / 284.22 / -
detailed placement: 43567 / 662500 / 282.22 / 0.5267
finish: 46807 / 715900 / 283.34 / 0.5692
CTS: 46644 / 715500 / 283.60 / 0.5689
global route: 46743 / 715800 / 283.36 / 0.5691
global placement: 43563 / 662400 / 282.01 / 0.5266
==> layout by cell type (no fill, tap or decap), types with 38 or more instances in the layout <==
master,count
sky130_fd_sc_hd__bufinv_16,116
sky130_fd_sc_hd__o21ai_0,115
sky130_fd_sc_hd__clkinv_1,399
sky130_fd_sc_hd__mux4_2,4527
sky130_fd_sc_hd__o221ai_1,75
sky130_fd_sc_hd__a211oi_1,121
sky130_fd_sc_hd__clkdlybuf4s50_1,54
sky130_fd_sc_hd__nor3_1,58
sky130_fd_sc_hd__nor2_1,159
sky130_fd_sc_hd__a22oi_1,127
sky130_fd_sc_hd__o22ai_1,266
sky130_fd_sc_hd__nand2_1,581
sky130_fd_sc_hd__a31oi_1,71
sky130_fd_sc_hd__dfxtp_1,99
sky130_fd_sc_hd__nand4_1,38
sky130_fd_sc_hd__nor2b_1,39
sky130_fd_sc_hd__mux2i_1,622
sky130_fd_sc_hd__a21oi_1,190
sky130_fd_sc_hd__buf_12,47
sky130_fd_sc_hd__clkinv_2,316
sky130_fd_sc_hd__edfxtp_1,16384
sky130_fd_sc_hd__a32oi_1,39
sky130_fd_sc_hd__nand2_2,40
sky130_fd_sc_hd__clkbuf_1,386
sky130_fd_sc_hd__o211ai_1,48
sky130_fd_sc_hd__diode_2,163
sky130_fd_sc_hd__buf_4,1741
sky130_fd_sc_hd__and2_1,55
sky130_fd_sc_hd__nor2_4,528
sky130_fd_sc_hd__nand3_1,115
sky130_fd_sc_hd__clkbuf_16,1754
==> flip-flops by register name, summed over array words and instances, names as in the netlist, named ones only <==
register,flops
mem,16384
csr,32
prdata,32
count,16
raddr,9
waddr,9
pready,1
==> critical path, cell delays in order <==
cell,delay (ns)
sky130_fd_sc_hd__clkdlybuf4s50_1,0.51
sky130_fd_sc_hd__nor2b_1,0.88
sky130_fd_sc_hd__buf_4,0.33
sky130_fd_sc_hd__o2111ai_1,0.36
sky130_fd_sc_hd__ha_1,0.36
sky130_fd_sc_hd__inv_1,0.47
sky130_fd_sc_hd__ha_1,0.35
sky130_fd_sc_hd__a21o_1,0.18
sky130_fd_sc_hd__a21o_1,0.21
sky130_fd_sc_hd__a2111oi_0,0.62
sky130_fd_sc_hd__o31ai_1,0.17
sky130_fd_sc_hd__a21oi_1,0.31
sky130_fd_sc_hd__o31a_1,0.20
sky130_fd_sc_hd__mux2i_1,0.19
sky130_fd_sc_hd__mux2_2,0.34
==> where the power goes <==
part / total (mW) / internal (mW) / switching, mW
Sequential: 2.11 / 2.11 / 0.000741
Clock: 1.69 / 0.976 / 0.718
Combinational: 0.0522 / 0.00794 / 0.0443
Total: 3.86 / 3.10 / 0.763
==> worst paths after layout <==
kind         slack [ns]  startpoint  cells past startpoint          to
max              283.34        psel                     15   count[15]
min                0.44     csr[12]                      2  prdata[12]
max reg2reg      349.58        flop                     17   prdata[1]
min reg2reg        0.44     csr[12]                      2  prdata[12]
Power and IR drop assume default switching activity.
