`/design/flow/design.v`:
```
module apb_serv_riscv
(  
  input   clk,
  input   rst_n,
  input      [31:0] paddr,
  input             psel,
  input             penable,
  input             pwrite,
  input      [31:0] pwdata,
  output reg [31:0] prdata,
  output reg        pready,
  output            perr,
  input  [31:0] i_data,
  input         i_data_v
);
  wire        perr = 1'b0;
  reg  [31:0] mem[0:511];
  reg  [8:0]  waddr;
  reg  [8:0]  raddr;
  reg  [15:0] count;
  reg  [31:0] csr;
  wire        sel_fifo    = psel && (paddr[2] == 1'b0);
  wire        sel_csr     = psel && (paddr[2] == 1'b1);
  wire        fifo_full   = count == 10'd512;
  wire        fifo_empty  = count == 10'd000;
  wire        fifo_reset  = csr[16];
  wire        mem_write   = i_data_v && !fifo_full;
  wire        incr_write  = mem_write;
  wire        mem_read    = psel && !pwrite && sel_fifo && !fifo_empty;
  wire        incr_read   = mem_read && penable;
  always @(posedge clk) begin
    if (mem_write) begin
      mem[waddr] <= i_data;
    end
    if (sel_fifo) begin
      prdata <= mem[raddr];
    end else if (sel_csr) begin
      prdata <= csr;
    end else begin
      prdata <= 32'h0;
    end
  end
  always @(posedge clk) begin
    if (rst_n == 1'b0) begin
      pready <= 1'b0;
      csr <= 32'h00010000;  
    end else begin
      pready <= psel && !penable;
      csr[15:0] <= count;
      if (sel_csr && penable) begin
        csr[31:16] <= pwdata[31:16];
      end
    end
  end
  always @(posedge clk) begin
    if (fifo_reset) begin
      waddr <= 'h0;
      raddr <= 'h0;
      count <= 'h0;
    end else begin
      if (incr_read) begin
        raddr <= raddr + 9'h1;
      end
      if (incr_write) begin
        waddr <= waddr + 9'h1;
      end
      if (incr_write && !incr_read) begin
        count <= count + 10'h1;
      end else if (incr_read && !incr_write) begin
        count <= count - 10'h1;
      end
    end
  end
endmodule
```
`/design/flow/run.sh`:
```
#!/bin/bash
# OpenROAD 26Q1-2900-gdf79404cd8, Yosys 0.63+post, stock flow scripts
make -C /OpenROAD-flow-scripts/flow DESIGN_CONFIG=/design/flow/config.mk WORK_HOME=/design/flow/orfs finish
```
`/design/flow/config.mk`:
```
export PLATFORM = sky130hd
export DESIGN_NAME = apb_serv_riscv
export DESIGN_NICKNAME = apb_serv_riscv
export VERILOG_FILES = /design/flow/design.v
export SDC_FILE = /design/flow/constraint.sdc
export NUM_CORES = 4
export LEC_CHECK = 1
export CORE_UTILIZATION = 30
export SYNTH_MEMORY_MAX_BITS = 65536
```
`/design/flow/constraint.sdc`:
```
current_design apb_serv_riscv

set clk_period 287.6
set clk_io_pct 0.2

create_clock -name clk0 -period $clk_period [get_ports {clk}]

set non_clock_inputs [all_inputs -no_clocks]
set_input_delay [expr $clk_period * $clk_io_pct] -clock clk0 $non_clock_inputs
set_output_delay [expr $clk_period * $clk_io_pct] -clock clk0 [all_outputs]
```
==> GITHUB_STEP_SUMMARY <==
### Metrics collected by this job

| Metric | Value |
|---|---|
| Status | `finished with violations` |
| Failing checks | `capacitance limit` |
| Slowest CP cell | `clkdlybuf4s50_1` |
| Clock root buffer | `clkbuf_16` |
| Post-route cell area | `between 700000 and 800000 um^2` |
| Register area | `just under 500000 um^2` |
| RSZ-0062 raised after global routing | `no` |
| Cells in synth_stat.txt | `between 20000 and 30000` |
| WL final | `between 1500000 and 2000000 um` |
| Reg2Reg Depth | `14` |
| Placed cell count | `54800` |
| Latency at later pin | `around 1400 ps` |
| Crit path arrival time | `approximately 63000 ps` |
| Final setup viols | `0` |
| CP Cell Sequence | `clkdlybuf4s50_1, nor2b_1, buf_4, o2111ai_2, ha_1, inv_1, ha_1, a21o_1, a21o_1, a2111oi_0, o31ai_1, a21oi_1, o31a_1, mux2i_1, mux2_2` |
| WP buf/inv | `3` |
| Final worst-path cycle share | `between 20% and 30%` |
| Maximum number of pins on one net before global-route repair | `between 100 and 150` |
| Lkg Pwr | `approximately 220 nW` |
| Vias/cell | `a little over 5` |
| Die Size | `2110000 um^2` |
| Min Tclk post-route | `62060 ps` |
| Log Warnings | `98` |
| Worst hold path depth | `2` |
| Die span in y | `~1500 um` |
| Site row count | `532` |
| Number of I/O port buffers | `between 80 and 90` |
| Yosys stat chip area | `631000 um^2` |
| Hold EP | `csr[17]` |
| Ys async rst share | `0%` |
| DR iter-0 viols | `20500` |
| Mean routed wirelength per cell | `32.5 um` |
| RePlAce Congestion | `between 0.9 and 1` |
| Clk pin slew, worst setup/hold paths | `~60 ps` |
| Top cell excl fill/tap | `edfxtp_1` |
| Initial antenna violation count | `between 150 and 200` |
| Max Fclk | `16.1 MHz` |
| # hold bufs at CTS | `0` |
| Gate Area | `132000 um^2` |
| Non-Filler Instances | `approximately 58000` |
| Num Clock Sinks | `roughly 16000` |
| Final Slew Violations | `0` |
| Sum Neg Setup Slack | `0 ps` |
| DRT antenna net count | `0` |
| Vias in the first global route | `329000` |
| Area of placed instances | `between 600000 and 700000 um^2` |
| Sw Ratio | `between 10% and 20%` |
| EDFF count, synth | `16400` |
| Critical path capture point type | `flip-flop` |
| Largest stage delay on the critical path | `920 ps` |
| Number of max-cap violations | `1` |
| Worst clock skew | `between 150 and 200 ps` |
| CP Max Fanout | `17` |
| Core ar. | `around 2100000 um^2` |
| Top cell area share | `between 70% and 80%` |
| #FFs+latches synth | `around 16000` |
| Final hold viol count | `0` |
| Combinational share of power | `about 1.4%` |
| DRC | `0` |
| Top cells by area | `edfxtp_1 (78%), mux4_2 (16%), mux2i_1 (0.99%)` |
| CP startpoint kind | `input pin` |
| Clock share of power | `between 40% and 50%` |
| Floorplan core density | `30.1%` |
| R2R Setup Slk | `278650 ps` |
| Yosys Warn Count | `1` |
| First-pass GRT wire length | `~2600000 um` |
| CTS Buf Count | `between 1500 and 2000` |
| CTS resizes | `0` |
| Post-synthesis instance area | `631000 um^2` |
| Router iterations before antenna repair | `5` |
| Synth Seq Share | `about four fifths` |
| Most instantiated logic cells after routing | `edfxtp_1 (16400), mux4_2 (4527), buf_4 (1743)` |
| Vias | `just under 300k` |
| Post-DP HPWL | `about 1100000 um` |
| Psw | `~950 uW` |
| Fill count | `188000` |
| HP Start | `csr[17]` |
| Int Power | `between 3 and 4 mW` |
| Rel. slew slack | `less than 1%` |
| H-tree levels | `7` |
| Crit-path leading delay family | `AND-OR/OR-AND gates` |
| Synth Flop Type | `edfxtp_1` |
| Worst Tran Pin Value | `approximately 1500 ps` |
| Setup Fix Bufs, Post-CTS | `0` |
| Kind of critical path | `input pin to flip-flop` |
| Mapped Cells | `around 26000` |
| Avg Cell Area, Syn | `about 24 um^2` |
| Die Wd | `roughly 1500 um` |
| Clk buf depth | `6` |
| Req. time, crit path | `288820 ps` |
| Ports | `roughly 140` |
| Distinct cells, synth | `85` |
| Grt ovf | `0` |
| Synth-to-Final Area Change | `15.6%` |
| Total GRT Usage | `19.1%` |
| Area leader, netlist | `edfxtp_1` |
| Fraction of layout cells with a size suffix above 1 | `31.4%` |
| Hold crit path type | `flip-flop to flip-flop` |
| TritonCTS clock tree | `done` |
| Seq pwr share | `about 55%` |
| Worst R2R End | `prdata[23]` |
| Peak VDD IR | `0.00637 mV` |
| PwrDens | `around 6.6 nW/um^2` |
## cell type report
type                            instances  area share, %
Sequential cell                     16500           67.8
Multi-Input combinational cell       8409           18.1
Clock buffer                         2076           6.07
Tap cell                            28000           4.81
Timing Repair Buffer                 1860           2.02
Clock inverter                        923           1.08
Antenna cell                          284         0.0975
Inverter                               21         0.0168
## cells in the mapped netlist, types with 74 or more instances
library cell / count
edfxtp_1: 16400
buf_4: 264
a211oi_1: 136
o22ai_1: 269
nand2_1: 631
buf_2: 423
buf_1: 87
clkbuf_1: 426
buf_6: 223
nand3_1: 127
dfxtp_1: 108
nor3_1: 74
mux4_2: 4527
a22oi_1: 129
o21ai_0: 125
nor2_1: 703
mux2i_1: 626
o221ai_1: 76
a21oi_1: 193
## worst max-delay path by stage
| stage | start | end | cells after the start |
|---|---|---|---|
| 4_1_cts | psel | count[15] | 15 |
| 5_1_grt | psel | count[15] | 15 |
| 6_report | psel | count[15] | 15 |
## worst register-to-register path: stages, from the launching register on
cell	delay (ps)
dfxtp_4	790
buf_4	660
buf_12	520
buf_4	590
buf_12	530
buf_4	630
buf_4	710
buf_4	750
mux4_2	630
mux4_2	590
mux2i_2	210
buf_4	230
o21ai_1	250
nand4_1	710
nand3_1	750
## power groups by stage
stage     logic (mW)  registers, mW  clock network, mW
6_report      0.0674           2.64               2.09
4_1_cts       0.0669           2.64               2.12
5_1_grt       0.0723           2.64               2.21
## flip-flops by register name, summed over array words and instances (netlist names), named ones only
register,count
prdata,32
csr,32
mem,16384
waddr,9
count,16
pready,1
raddr,9
## stage by stage
stage          total power, mW  hold slack [ps]  util, %  setup WS [ps]
2_1_floorplan             2.70              411        -         226700
3_3_place_gp              2.76              494     32.2         224070
3_5_place_dp              2.76              486     32.2         224490
4_1_cts                   4.83              493     34.7         225900
5_1_grt                   4.92              504     34.7         225290
6_report                  4.80              476     34.8         225540
## metal layers
metal,GRT usage [%],routed length (um),up-vias
met4,8.49,109000,206
li1,-,-,118000
met5,3.68,8650,-
met2,27.4,848000,23900
met1,16.1,485000,149000
met3,20.2,437000,3978
## kinds of logic after synthesis
| family | count (synthesis) | share of synthesized area, % |
|---|---|---|
| AOI/OAI and AO/OA | 1335 | 1.47 |
| adders and majority gates | 22 | 0.0448 |
| and+or+nand+nor | 1808 | 1.23 |
| muxes | 5220 | 17.4 |
| buffers and inverters | 1501 | 1.51 |
| other | 1 | 0.000595 |
| xor gates and xnor gates | 23 | 0.0319 |
| DFF | 16500 | 78.3 |
Power and IR drop assume default switching activity.
